==> run.sh <==
#!/bin/bash
# OpenROAD 26Q1-2900-gdf79404cd8, Yosys 0.63+post, stock flow scripts
make -C /OpenROAD-flow-scripts/flow DESIGN_CONFIG=/design/flow/config.mk WORK_HOME=/design/flow/orfs finish
==> config.mk <==
export PLATFORM = sky130hd
export DESIGN_NAME = TC
export DESIGN_NICKNAME = TC
export VERILOG_FILES = /design/flow/design.v
export SDC_FILE = /design/flow/constraint.sdc
export NUM_CORES = 4
export LEC_CHECK = 1
export CORE_UTILIZATION = 50
==> constraint.sdc <==
current_design TC

set clk_period 5.9
set clk_io_pct 0.2

create_clock -name clk0 -period $clk_period [get_ports {clk}]

set non_clock_inputs [all_inputs -no_clocks]
set_input_delay [expr $clk_period * $clk_io_pct] -clock clk0 $non_clock_inputs
set_output_delay [expr $clk_period * $clk_io_pct] -clock clk0 [all_outputs]
==> design.v <==
`timescale 1ns/1ps
package databus;
    typedef enum logic [5:0] {
        R_format= 6'b000000,
        ori     = 6'b001101,
        sw      = 6'b101011,
        lw      = 6'b100011,
        beq     = 6'b000100,
        lui     = 6'b001111,
        j       = 6'b000010,
        jal     = 6'b000011,
        addi    = 6'b001000,
        andi    = 6'b001100,
        lh      = 6'b100001,
        sh      = 6'b101001,
        lb      = 6'b100000,
        sb      = 6'b101000,
        bne     = 6'b000101,
        cop0    = 6'b010000
    } OPCODE;
    typedef enum logic [5:0] {
        add     = 6'b100000,
        sub     = 6'b100010,
        sll     = 6'b000000,
        jalr    = 6'b001001,
        jr      = 6'b001000,
        andv    = 6'b100100,
        orv     = 6'b100101,
        slt     = 6'b101010,
        sltu    = 6'b101011,
        mult    = 6'b011000,
        multu   = 6'b011001,
        div     = 6'b011010,
        divu    = 6'b011011,
        mfhi    = 6'b010000,
        mflo    = 6'b010010,
        mthi    = 6'b010001,
        mtlo    = 6'b010011,
        syscall = 6'b001100
    } FUNC;
    parameter ALUop_Width = 4;
    typedef enum logic [ALUop_Width-1:0] {  
        ALU_sllv,   ALU_srav,   ALU_srlv,   ALU_add,
        ALU_sub,    ALU_and,    ALU_or,     ALU_xor,
        ALU_nor,    ALU_slt,    ALU_sltu,   ALU_sll,
        ALU_sra,    ALU_srl
    } ALUOPTION;
    parameter MDVop_Width = 4;
    typedef enum logic [MDVop_Width-1:0] {
        MDV_mult,   MDV_multu,  MDV_div,    MDV_divu,
        MDV_mfhi,   MDV_mflo,   MDV_mthi,   MDV_mtlo
    } MDVOPTION;
    parameter EXTop_Width = 2;
    typedef enum logic [EXTop_Width-1:0] {
        EXT_zero,   EXT_sig,    EXT_lui
    } EXTOPTION;
    parameter PC_cal_SelWidth = 2;
    typedef enum logic [PC_cal_SelWidth-1:0] {
        PCbranch,   PCjump
    } PC_cal_Sel_Sig;
    parameter PCSrc_SelWidth = 2;
    typedef enum logic [PCSrc_SelWidth-1:0] {
        PC4,    iPC,    jrPC,   ePC4
    } PCSrc_Sel_Sig;
    parameter RegDst_SelWidth = 2;
    typedef enum logic [RegDst_SelWidth-1:0] {
        rs,     rt,     rd,     ra
    } RegDst_Sel_Sig;
    parameter ALUsrc_SelWidth = 1;
    typedef enum logic [ALUsrc_SelWidth-1:0] {
        R_rt,   Imm
    } ALUsrc_Sel_Sig;
    parameter toReg_SelWidth = 2;
    typedef enum logic [toReg_SelWidth-1:0] {
        wEXans,     wMEMans,     wImm,    wPC8
    } toReg_Sel_Sig;
    typedef enum logic [4:0] {
        INT     = 0,     
        AdEL    = 4,
        AdES    = 5,
        Syscall = 8,
        RI      = 10,
        Ov      = 12
    } ExcCode_Define;
    typedef struct packed {
        OPCODE opcode;
        logic [4:0] rs,rt,rd,shamet;
        FUNC func;
        logic [25:0] _26_bit_imm;
    } ORDER;
    typedef struct packed {
        EXTOPTION EXTop;
        PCSrc_Sel_Sig PCSrc_Sel;
        PC_cal_Sel_Sig PC_cal_Sel;
        logic eret;
    } IDSIGNAL;
    typedef struct packed {
        ALUsrc_Sel_Sig ALUsrc_Sel;
        ALUOPTION ALUop;
        MDVOPTION MDVop;
        logic EX_ans_Sel;
        logic start;
    } EXSIGNAL;
    typedef struct packed {
        logic [31:0] R_rs,R_rt,Imm,PC;
        logic [4:0] shamet;
        ExcCode_Define ExcCode;
    } EXDATA;
    typedef struct packed {
        logic CPO_WE;
        logic MEM_ans_Sel;
        logic BD;
    } MEMSIGNAL;
    typedef struct packed {
        logic [31:0] EX_ans,R_rt,Imm,PC;
        logic overflow;
        ExcCode_Define ExcCode;
    } MEMDATA;
    typedef struct packed {
        OPCODE opcode;
        logic [4:0] rs,rt,rd;
        FUNC func;
        toReg_Sel_Sig toReg_Sel;
        RegDst_Sel_Sig RegDst_Sel;
        logic GRF_WE;
        logic ismfc0;
        logic ismtc0;
        logic [31:0] ins;
    } WBSIGNAL;
    typedef struct packed {
        logic [31:0] EX_ans,MEM_ans,Imm,PC;
        logic clear;
    } WBDATA;
    typedef struct packed {
        logic [2:0] forfuture1;
        logic CU0;
        logic [11:0] forfuture2;
        logic [5:0] IM;    
        logic [7:0] forfuture3;
        logic EXL;       
        logic IE;        
    } State_Register;
    typedef struct packed {
        logic BD;        
        logic [14:0] forfuture1;
        logic [5:0] IP; 
        logic [2:0] forfuture2;
        ExcCode_Define ExcCode; 
        logic [1:0] forfuture3;
    } Cause_Register;
endpackage
`timescale 1ns / 1ps
module TC(
    input clk,
    input reset,
    input [31:2] Addr, 
    input WE,		 
    input [31:0] Din, 
    output [31:0] Dout, 
    output IRQ 
    );
	reg [1:0] state;
	reg [31:0] mem [2:0]; 
	reg _IRQ;
	assign IRQ = mem[0][3] & _IRQ;
	assign Dout = mem[Addr[3:2]];
	wire [31:0] load = Addr[3:2] == 0 ? {28'h0, Din[3:0]} : Din;
	integer i;
	always @(posedge clk) begin
		if(reset) begin
			state <= 0; 
			for(i = 0; i < 3; i = i+1) mem[i] <= 0;
			_IRQ <= 0;
		end
		else if(WE) begin
			mem[Addr[3:2]] <= load;
		end
		else begin
			case(state)
				2'b00 : if(mem[0][0]) begin
					state <= 2'b01;
					_IRQ <= 1'b0;
				end
				2'b01 : begin
					mem[2] <= mem[1];
					state <= 2'b10;
				end
				2'b10  :
					if(mem[0][0]) begin
						if(mem[2] > 1) mem[2] <= mem[2]-1;
						else begin
							mem[2] <= 0;
							state <= 2'b11;
							_IRQ <= 1'b1;
						end
					end
					else state <= 2'b00;
				default : begin
					if(mem[0][2:1] == 2'b00) mem[0][0] <= 1'b0;
					else _IRQ <= 1'b0;
					state <= 2'b00;
				end
			endcase
		end
	end
endmodule
==> flow_summary.toml <==
# flow metrics
[clock_network]
post_cts_buffers = 0
cts-resized-gates = 0
cts_buffers = 17
clock_path_buffers = 2
cts_tree = "done"
clockRootBuffer = "clkbuf_16"
clk_latency_ns = 0.42
clk_pin_slew_worst_paths_ns = 0.05
cts_hold_buf = 0
htree_levels = 4
cts.sinks = 133

[timing]
skew_ns = 0.00595
finalSetupTns_ns = 0
final-setup-viol-count = 0
period_used_pct = 75.3
slew_headroom_pct = 46.9
report.final.slew_viol_count = 0
setup_ws_ns = 1.45
worstMarginPinSlew_ns = 0.797
rsz0062_at_grt = "false"
min_period_ns = 4.45
max_freq_ghz = 0.225
hold_viol_final = 0

[setup_path]
critPathBufInv = 3
cp_top_family = "buffers and inverters"
arrival_ns = 3.27
criticalPathCategory = "in2out"
timing.critical_path.cells = "buf_2, buf_4, mux4_2, clkdlybuf4s50_1"
required_ns = 4.72
rr_worst_depth = 6
rrSetupSlack_ns = 3.04
worstPathMaxFanout = 20
start_kind = "primary input"
setup.worst_path.end_class = "output port"
slowest_delay_ns = 0.60
crit_cells = 4
cp_slowest_cell = "mux4_2"

[placed_design]
portBuffers = 69
routabilityCongestion = 0.882
pre_cts_ws_ns = 1.43
dp_hpwl_um = 11000

[synthesis]
ys_cells = 552
ys_area_mm2 = 0.00680
top_cells_by_count = "edfxtp_1 (128), nor2_1 (81), nand2_1 (43)"
ys_seq_share_pct = 58.0
syn_area_per_cell_um2 = 12.3
topCellsByArea = "edfxtp_1 (57%), mux4_2 (11%), nor2_1 (4.5%), xor2_1 (2.4%), nand2_1 (2.4%)"
synth-edff-count = 128
yosysMostFrequentCell = "edfxtp_1"
synth_cells = 552
yosysTopAreaCell = "edfxtp_1"
netlist_area_mm2 = 0.00680
synth_flops = 133
async_flop_share_pct = 0
yosysTopAreaCellShare_pct = 56.6
ys_types = 54
ys_warn_count = 1
ff_type = "edfxtp_1"

[grt]
antenna_found_initial = 0
grt_use_met2_pct = 43.7
grt_use_met1_pct = 44.5
grt.busiest_layer = "met1"
grtUsageTotal_pct = 29.4
grt-ovfl-total = 0
grtUsageMet3_pct = 13.2
grt_pass1_vias = 5095
grt_pass1_wl_um = 28100
grt_start_max_net_pins = 34

[floorplanning]
fp-row-count = 42
io_pins = 98
die_area_mm2 = 0.0141
die_w_um = 119
core_area_mm2 = 0.0132
fp_util_pct = 51.3
chipHeight_um = 119

[route]
via_per_inst = 5.98
wl_per_cell_um = 21.7
routed_wl_um = 18100
n_antenna_cell = 0
detail-route-antenna-nets = 0
via_count = 5002
drt_iter0_drc = 399
drt-pass1-iter-count = 5
drcViolationCount = 0

[power_and_ir_drop]
p_int_uw = 1800
pwr-share-seq_pct = 48.7
power_frac_clock_pct = 39.9
netSwitchingPower_uw = 518
p_comb_share_pct = 11.3
ir_worst_vdd_v = 0.000163
power_density_mw_per_mm2 = 278
swShare_pct = 22.4
p_leak_uw = 0.00308

[layout]
n_fill_cell = 1050
syn_to_final_growth_pct = 22.6
drive_gt1_share_pct = 14.1

[job]
max_cap_viol_count = 0
warning_count = 55

[run_status]
status = "finished clean"

[min_path]
timing.hold.worst.class = "reg2reg"
holdPathStages = 2
[cell usage in the layout, fill, tap and decap left out, types with 3 or more instances in the layout]
master,instances
edfxtp_1,128
nor2_1,81
clkdlybuf4s50_1,67
nand2_1,43
mux4_2,32
nand3_1,30
conb_1,28
nor3_1,23
a21oi_1,20
xor2_1,19
buf_4,19
clkbuf_16,17
and2_1,14
and3_1,12
nor4_1,11
a221oi_1,9
inv_1,8
xnor2_1,8
nor4_2,6
or4_1,6
or3_1,6
or2_2,5
dfxtp_1,5
clkbuf_1,5
clkinv_1,5
nand4_1,4
nand2b_1,3
o21ai_0,3
o211ai_1,3
[sequential cells by signal, summed over array words and instances, names as in the netlist]
| signal | flops |
|---|---|
| mem | 128 |
| state | 4 |
| _IRQ | 1 |
[routing by layer]
layer,share of wire [%],vias up
met5,0,-
met4,2.3,0
met3,11,37
met2,47,269
met1,40,2425
li1,-,2271
[logic make-up after synthesis]
family | count (synthesis) | share of synthesized area [%]
buffers and inverters | 45 | 2.61
and+or+nand+nor | 253 | 18.7
AOI/OAI and AO/OA | 58 | 6.02
DFF | 133 | 58.0
adders and majority gates | 2 | 0.368
muxes | 33 | 10.8
xor gates and xnor gates | 27 | 3.48
other | 1 | 0.0552
[area by class of cell]
type	count	area, µm²	share of cell area (%)
multi-input cells	401	2810	33.7
repair buffers	88	823	9.88
clock buffers	22	444	5.33
flip-flops and latches	133	3940	47.3
clock inverters	8	61.3	0.736
inverters	8	30.0	0.360
well taps	176	220	2.64
[power groups by stage]
stage / Clock [µW] / Sequential [µW] / Combinational, µW
CTS: 933 / 1130 / 264
global route: 973 / 1130 / 286
finish: 924 / 1130 / 263
[final timing paths]
path	start	endpoint
worst max-delay path	Addr[2]	Dout[26]
worst min-delay path	state[3]	state[3]
worst max register to register	mem[2][5]	mem[2][22]
worst min register to register	state[3]	state[3]
[worst register-to-register path: stages, from the launching register on]
cell and delay (ns):
edfxtp_1 0.45, nor4_2 0.52, nand3_1 0.64, nor4_1 0.53, xor2_1 0.12, a21oi_1 0.26, nor2_1 0.08
[stage by stage]
step           hold slack, ns  instance area, µm²  utilization [%]  instances  power, µW
2_1_floorplan           0.423                6900                -        579       1280
3_3_place_gp            0.439                7830             59.1        806       1400
3_5_place_dp            0.444                7830             59.1        806       1410
4_1_cts                 0.452                8330             62.9        836       2320
5_1_grt                 0.479                8330             62.9        836       2390
6_report                0.447                8330             62.9        836       2310
Power figures rest on the tool's default switching activity, not on a simulated workload.
